===== flow/config.mk =====
export PLATFORM = sky130hd
export DESIGN_NAME = face_preprocess
export DESIGN_NICKNAME = face_preprocess
export VERILOG_FILES = /design/flow/design.v
export SDC_FILE = /design/flow/constraint.sdc
export NUM_CORES = 4
export LEC_CHECK = 1
export CORE_UTILIZATION = 50

===== flow/constraint.sdc =====
current_design face_preprocess

set clk_period 4.0
set clk_io_pct 0.2

create_clock -name clk0 -period $clk_period [get_ports {clk}]

set non_clock_inputs [all_inputs -no_clocks]
set_input_delay [expr $clk_period * $clk_io_pct] -clock clk0 $non_clock_inputs
set_output_delay [expr $clk_period * $clk_io_pct] -clock clk0 [all_outputs]

===== flow/design.v =====
module sobel(
    input  [7:0] p00, p01, p02,
    input  [7:0] p10, p11, p12,
    input  [7:0] p20, p21, p22,
    output wire [7:0] edge_out
);
    wire signed [11:0] gx, gy;
    wire [11:0] abs_gx, abs_gy;
    wire [12:0] sum;
    wire signed [10:0] s00 = p00; wire signed [10:0] s01 = p01; wire signed [10:0] s02 = p02;
    wire signed [10:0] s10 = p10;                               wire signed [10:0] s12 = p12;
    wire signed [10:0] s20 = p20; wire signed [10:0] s21 = p21; wire signed [10:0] s22 = p22;
    assign gx = -s00 + s02 - (s10 << 1) + (s12 << 1) - s20 + s22;
    assign gy = -s00 - (s01 << 1) - s02 + s20 + (s21 << 1) + s22;
    assign abs_gx = (gx < 0) ? -gx : gx;
    assign abs_gy = (gy < 0) ? -gy : gy;
    assign sum  = abs_gx + abs_gy;
    assign edge_out = (sum > 255) ? 8'hFF : sum[7:0];
endmodule
module threshold(
    input  [7:0] edge_in,
    output wire [7:0] pixel_out
);
    parameter THRESHOLD_VALUE = 8'd100;
    assign pixel_out = (edge_in > THRESHOLD_VALUE) ? 8'hFF : 8'h00;
endmodule
`timescale 1ns / 1ps
module face_preprocess #(
    parameter IMG_WIDTH = 64,
    parameter IMG_HEIGHT = 64
)(
    input clk,
    input reset,
    input start,
    output reg done
);
    reg [7:0] img_mem [0:IMG_WIDTH*IMG_HEIGHT-1];
    reg [7:0] out_mem [0:IMG_WIDTH*IMG_HEIGHT-1];
    reg [1:0] state;
    localparam IDLE=0, RUN=1, FINISH=2;
    integer i, j;
    reg [15:0] idx;
    reg [7:0] p00,p01,p02, p10,p11,p12, p20,p21,p22;
    wire [7:0] sobel_out;
    wire [7:0] threshold_out;
    sobel sobel_inst(
        .p00(p00), .p01(p01), .p02(p02),
        .p10(p10), .p11(p11), .p12(p12),
        .p20(p20), .p21(p21), .p22(p22),
        .edge_out(sobel_out)
    );
    threshold threshold_inst(
        .edge_in(sobel_out),
        .pixel_out(threshold_out)
    );
    always @(posedge clk or posedge reset) begin
        if (reset) begin
            state <= IDLE;
            done <= 1'b0;
            i <= 0; j <= 0;
        end else begin
            case(state)
                IDLE: begin
                    done <= 1'b0;
                    if (start) begin
                        state <= RUN;
                        i <= 1;
                        j <= 1;
                    end
                end
                RUN: begin
                    idx <= i*IMG_WIDTH + j;
                    p00 <= img_mem[(i-1)*IMG_WIDTH + (j-1)];
                    p01 <= img_mem[(i-1)*IMG_WIDTH + (j)];
                    p02 <= img_mem[(i-1)*IMG_WIDTH + (j+1)];
                    p10 <= img_mem[(i)*IMG_WIDTH   + (j-1)];
                    p11 <= img_mem[(i)*IMG_WIDTH   + (j)];
                    p12 <= img_mem[(i)*IMG_WIDTH   + (j+1)];
                    p20 <= img_mem[(i+1)*IMG_WIDTH + (j-1)];
                    p21 <= img_mem[(i+1)*IMG_WIDTH + (j)];
                    p22 <= img_mem[(i+1)*IMG_WIDTH + (j+1)];
                    if (i > 1 || j > 1) begin
                         out_mem[ (i*IMG_WIDTH + j) - 1 ] <= threshold_out;
                    end
                    if (j < IMG_WIDTH - 2) begin
                        j <= j + 1;
                    end else begin
                        j <= 1;
                        if (i < IMG_HEIGHT - 2) begin
                            i <= i + 1;
                        end else begin
                           state <= FINISH;
                        end
                    end
                end
                FINISH: begin
                    out_mem[ (IMG_HEIGHT-2)*IMG_WIDTH + (IMG_WIDTH-2) ] <= threshold_out;
                    done <= 1'b1;
                    state <= IDLE;
                end
            endcase
        end
    end
endmodule

===== flow/run.sh =====
#!/bin/bash
# OpenROAD 26Q1-2900-gdf79404cd8, Yosys 0.63+post, stock flow scripts
make -C /OpenROAD-flow-scripts/flow DESIGN_CONFIG=/design/flow/config.mk WORK_HOME=/design/flow/orfs finish

==> flow_metrics.py <==
# Flow results
metrics = {
    "sta": {
        "tightestPinTransition_ns": 0.747,
        "grt_setup_unrepaired": "no",
        "hold_violations": 0,
        "min_period_ns": 2.76,
        "fin_hold_ws_ns": 0.450,
        "finClkSkew_ns": 0.0131,
        "fmaxAchievable_mhz": 362,
        "relSlewSlack_pct": 49.8,
        "slew_violations": 0,
        "tns_ns": 0,
        "setup_viol": 0,
        "timing.final.crit_share_pct": 69.0,
    },
    "clock_network": {
        "clockRootBuffer": "clkbuf_8",
        "cts_made_buffers": 9,
        "cts_max_path_buffers": 2,
        "clk-insertion-delay-late_ns": 0.34,
        "post_cts_resized": 0,
        "cts_sinks": 68,
        "cts_tree": "done",
        "htree_levels": 3,
        "postCtsHoldBufs": 0,
        "cts_setup_buffers": 0,
        "path_clk_slew_ns": 0.07,
    },
    "pwr": {
        "p_int_w": 0.00119,
        "switching_share_pct": 26.6,
        "ir_drop_uv": 230,
        "power_density_mw_per_mm2": 400,
        "leakagePower_nw": 1.66,
        "power_frac_seq_pct": 46.6,
        "pwr-share-clk_pct": 40.7,
        "switching_power_w": 0.000431,
        "p_comb_share_pct": 12.7,
    },
    "synthesis": {
        "ys.flop_type": "dfrtp_1",
        "ys_cells": 400,
        "yosysTopAreaCellShare_pct": 45.8,
        "syn_avg_cell_area_um2": 9.16,
        "syn_area_mm2": 0.00366,
        "synthArstFlopShare_pct": 100,
        "yosys.area_share.adder_pct": 0.683,
        "synth_cells": 400,
        "simple_gate_area_share_pct": 29.6,
        "yosysChipArea_mm2": 0.00366,
        "ys_sh_xor_pct": 9.09,
        "synth-seq-cells": 68,
        "area_leaders": "dfrtp_1 46%, xnor2_1 5.3%, nor2_1 4.7%",
        "synth-compound-area-share_pct": 10.8,
        "synthTopCellsByCount": "67 x dfrtp_1, 46 x nor2_1, 40 x nand2_1",
        "synthMostInstantiatedCell": "dfrtp_1",
        "muxShareOfSynthArea_pct": 0.581,
        "yosys.cell_types.count": 47,
        "edf_count": 0,
        "postSynthSeqShare_pct": 46.5,
        "yosysTopAreaCell": "dfrtp_1",
        "synthTopLogicFamily": "simple AND/OR/NAND/NOR gates",
        "synth_warnings": 2,
    },
    "detailed_routing": {
        "routed_via_density": 5.73,
        "vias": 2921,
        "ant_nets": 0,
        "drtPass1Iterations": 4,
        "wirelength_mm": 7.74,
        "drt_iter0_markers": 170,
        "post_drt_wl_per_cell_um": 15.2,
        "drc": 0,
        "antenna_cells": 0,
    },
    "final_layout": {
        "area_delta_synth_final_pct": 10.7,
        "fillers": 596,
        "drive_above_1_share_pct": 8.45,
    },
    "global_routing": {
        "grt_pass1_wl_mm": 13.5,
        "antenna_found_initial": 0,
        "grt_start_max_net_pins": 41,
        "grt_pass1_vias": 2769,
        "grt_use_total_pct": 23.3,
        "overflow": 0,
    },
    "placed_design": {
        "dp_hpwl_mm": 5.14,
        "io_buffers": 3,
        "gp_congestion": 0.835,
    },
    "floorplanning": {
        "die_area_mm2": 0.00767,
        "placementRows": 30,
        "coreArea_mm2": 0.00694,
        "fp.dieH_um": 87.6,
        "ios": 4,
        "die-width_um": 87.6,
        "fp_util_pct": 52.7,
    },
    "critical_path": {
        "cp_data_required_time_ns": 4.22,
        "crit_fanout": 7,
        "crit_path_start_kind": "primary input",
        "arrival_ns": 2.98,
        "path_class": "primary input to register",
        "crit_path_end_kind": "register",
    },
    "flow_run": {
        "maxCapViolCount": 0,
        "warnings": 25,
    },
    "status": {
        "status": "finished, final reports clean",
    },
    "worst_hold_path": {
        "hold_path.class": "register to register",
    },
}
==> final timing paths <==
kind / start / to / slack, ns / cells past startpoint
worst max-delay path: start / j[29] / 1.24 / 7
worst min-delay path: state[1] / done / 0.45 / 1
worst min register to register: state[1] / done / 0.45 / 1
min in group asynchronous: reset / j[2] / 0.85 / 3
worst max register to register: i[6] / i[22] / 1.43 / 6
max in group asynchronous: reset / i[18] / 2.73 / 3
==> power by group through the flow <==
stage,registers (W),logic [W],clock network [W]
CTS,0.000755,0.000207,0.000677
global route,0.000760,0.000238,0.000705
finish,0.000755,0.000206,0.000659
==> logic make-up after synthesis <==
logic type               Yosys count
AND-OR/OR-AND                     63
buffers and inverters             25
XOR/XNOR                          38
multiplexers                       2
adder cells (fa/ha/maj)            2
AND/OR/NAND/NOR                  202
flip-flops                        68
==> metal layers <==
metal  GRT usage (%)  wire [um]
met5               0          0
met2            32.5       3180
met1            40.5       4140
met3            4.87        372
met4            2.38         45
==> per-stage QoR <==
stage | total power (W) | util (%) | setup slack (ns) | instance area, um2 | cells
floorplan | 0.000910 | - | 1.49 | 3660 | 400
global placement | 0.000970 | 55.0 | 0.952 | 3820 | 494
detailed placement | 0.000971 | 55.0 | 0.933 | 3820 | 494
CTS | 0.00164 | 58.4 | 1.29 | 4060 | 510
global route | 0.00170 | 58.4 | 1.08 | 4060 | 510
finish | 0.00162 | 58.4 | 1.24 | 4060 | 510
==> critical path, cell delays in order <==
cell             delay (ns)
clkdlybuf4s50_1        0.51
mux2i_1                0.21
nor4_2                 0.47
nand4_1                0.42
nor3_1                 0.36
xnor2_1                0.15
nor2_1                 0.05
==> registers in the layout (all words and copies together) (netlist names) <==
signal / cells
i: 32
j: 32
state: 3
done: 1
==> layout make-up <==
cell class              count  area [um2]  share of cell area [%]
clock inverters             3        67.6                    1.67
inverters                  12        45.0                    1.11
multi-input cells         307        1860                    45.9
well taps                  96         120                    2.96
flip-flops and latches     68        1700                    42.0
clock buffers              13         169                    4.17
repair buffers             11        90.1                    2.22
==> placed cells by master, fill, tap and decap left out, types with 8 or more instances in the layout <==
cell       n
xor2_1    16
xnor2_1   22
nor3_1    18
dfrtp_1   67
or3_1     16
inv_1     11
o21ai_0   23
nor2_1    46
nor4_1    16
o31ai_1    8
nand4_1   15
clkbuf_8  12
a21oi_1   12
o21a_1     8
nand3_1   20
buf_4      8
nand2_1   40
Power figures rest on the tool's default switching activity, not on a simulated workload.
